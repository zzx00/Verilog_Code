==> flow/config.mk <==
export PLATFORM = sky130hd
export DESIGN_NAME = top
export DESIGN_NICKNAME = top
export VERILOG_FILES = /design/flow/design.v
export SDC_FILE = /design/flow/constraint.sdc
export NUM_CORES = 4
export LEC_CHECK = 1
export CORE_AREA = 10 10 102 102
export DIE_AREA = 0 0 112 112
==> flow/constraint.sdc <==
current_design top

set clk_period 3.6
set clk_io_pct 0.2

create_clock -name clk0 -period $clk_period [get_ports {clk}]

set non_clock_inputs [all_inputs -no_clocks]
set_input_delay [expr $clk_period * $clk_io_pct] -clock clk0 $non_clock_inputs
set_output_delay [expr $clk_period * $clk_io_pct] -clock clk0 [all_outputs]
==> flow/design.v <==
`timescale 1ns / 1ps
module adder(clk,rst_n,start,a,b,flag);
parameter N=4;
input clk,rst_n,start,flag;
input [2*N-1:0] a;
output [2*N-1:0] b;
reg [2*N-1:0] b;
always@(posedge clk or negedge rst_n)
begin
    if(!rst_n)
        b<=0;
    else if(start)
        b<=0;
    else if(!flag)
        b<=a+b;
end
endmodule
`timescale 1ns / 1ps
module control(clk,rst_n,start,en,flag);
parameter N  = 4;
input clk,rst_n,start;
output en,flag;
reg NS,PS;
reg [N-1:0] i;
always@(posedge clk or negedge rst_n)
begin
    if(!rst_n)
        PS<=1'b0;
    else 
        PS<=NS;
end
always@(start or flag)
begin
    if(start)
        NS=1'b1;
    else if(flag)
        NS=1'b0;
    else
        NS=PS;
end
always@(posedge clk or negedge rst_n)
begin
    if(!rst_n)
        i<=1;
    else if(start)
        i<=1;
    else if(en)
        i<=(i<<1);
    else
        i<=1;
end
assign en=PS;
assign flag=!(|i);
endmodule
`timescale 1ns / 1ps
module shift(clk,rst_n,en,start,a,b,a_o);
parameter N = 4;
input clk,rst_n,en,start;
input [N-1:0] a,b;
output [2*N-1:0] a_o;
reg [2*N-1:0] a_s;
reg [N-1:0] b_s;
always@(posedge clk or negedge rst_n)
begin
    if(!rst_n)
        a_s<=0;
    else if(start)
        a_s<=a;
    else if(en)
        a_s<=(a_s<<1);
    else
        a_s<=a_s;
end
always@(posedge clk or negedge rst_n)
begin
    if(!rst_n)
        b_s<=0;
    else if(start)
        b_s<=b;
    else if(en)
        b_s<=(b_s>>1);
    else
        b_s<=b_s;
end
assign a_o=b_s[0]?a_s:0;
endmodule
`timescale 1ns / 1ps
module top(clk,rst_n,start,a,b,out,valid);
parameter N = 4;
input clk,rst_n,start;
input [N-1:0] a,b;
output [2*N-1:0] out;
output valid;
wire en;
wire [2*N-1:0] a_o;
control control0(.clk(clk),.rst_n(rst_n),.start(start),.en(en),.flag(valid));
shift shift0(.clk(clk),.rst_n(rst_n),.start(start),.en(en),.a(a),.b(b),.a_o(a_o));
adder adder0(.clk(clk),.rst_n(rst_n),.start(start),.a(a_o),.b(out),.flag(valid));
endmodule
==> flow/run.sh <==
#!/bin/bash
# OpenROAD 26Q1-2900-gdf79404cd8, Yosys 0.63+post, stock flow scripts
make -C /OpenROAD-flow-scripts/flow DESIGN_CONFIG=/design/flow/config.mk WORK_HOME=/design/flow/orfs finish
==> metrics.yaml <==
synth-simple-area-share: 0.1843
diodes: 0
drv_cap: 0
wl_per_cell_um: 11.41
cts_hold_buf: 0
common_cells: "dfrtp_1 (24), nand2_1 (24), mux2i_1 (12)"
first_pass_iters: 4
drc_errors: 0
cts-root-buf: "clkbuf_8"
clk_path_buf_depth: 2
yosysWarnings: 3
area_delta_synth_final_pct: 25.62
grt_overflow: 0
num_vias: 1026
crit_fanout: 12
min_path_type: "reg -> reg"
clock_sinks: 25
r2r_cells: 8
grt_max_degree: 31
fin_worst_skew_ns: 0.004088
cp.arrival_ns: 1.98
regArea_um2: 626.9
drt_iter0_drc: 45
use_met1: 0.07023
relSlewSlack: 0.5830
synthAoiAreaFrac: 0.1253
ys_area_mm2: 0.001358
adder_share: 0.07926
fin_util: 0.2076
start_kind: "flop"
grt.total_usage: 0.04884
fillCellCount: 870
logic_family: "simple AND/OR/NAND/NOR gates"
drtAntennaViolNets: 0
fp.dieW_um: 112
dieHeight_um: 112
powerDensity_mw_per_mm2: 370.5
portBuffers: 19
period_minus_slack_ns: 2.704
worst-slew-pin-transition_ns: 0.6255
syn_area_mm2: 0.001358
end_kind: "output pin"
synthFlopType: "dfrtp_1"
routed_wl_um: 2978
dp_cells: 257
setup_tns_ns: 0
report.final.slew_viol_count: 0
synthCells: 137
drive_above_1_share: 0.07051
core-area_mm2: 0.008217
die-area_mm2: 0.01254
clk-insertion-delay-late_ns: 0.27
antenna_found_initial: 0
synth-edff-count: 0
cts_setup_buffers: 0
status: "finished, final reports clean"
synth-xor-area-share: 0.01290
viasPerCell: 3.931
finalCritPeriodShare: 0.7511
groute.layer.met3.usage: 0.01412
grt_pass1_vias: 1021
synthArstFlopShare: 1.000
cellLeakagePower_uw: 0.0007966
cts.repair.resized: 0
synth-seq-cells: 25
hold_depth: 1
ys_seq_frac: 0.4618
warnings: 25
grt_busiest_layer: "met2"
cts_buffers: 3
top_area_cell: "dfrtp_1"
comb_area_um2: 676.9
setup_violations: 0
grt_util_met2: 0.07304
clkTransAtPathRegs_ns: 0.09
max_freq_mhz: 369.8
top_cell_area_share: 0.4424
finalHoldViolations: 0
required_ns: 2.88
final_cells: 261
hpwl_um: 2244
rsz0062_at_grt: "false"
pin_count: 20
ys_cells: 137
fp_util: 0.1652
ir_drop_v: 0.0001824
htreeDepth: 1
yosysUniqueCellTypes: 33
globalplace.congestion: 0.7945
cts_tree: "built"
muxShareOfSynthArea: 0.09677
grt_pass1_wl_um: 5271
syn_avg_cell_area_um2: 9.909
crit_type: "reg -> out"
area_leaders: "dfrtp_1 (44%), mux2i_1 (8.8%), nand2_1 (6.6%)"
num_rows: 33
==> through the flow <==
| stage | worst slack [ns] | instance area, µm² | total power [µW] | hold slack (ns) |
|---|---|---|---|---|
| global route | 0.7878 | 1705 | 676.9 | 0.5195 |
| finish | 0.8961 | 1705 | 631.8 | 0.4985 |
| CTS | 0.8636 | 1705 | 646.1 | 0.5019 |
| floorplan | 1.396 | 1358 | 409.6 | 0.4244 |
| global placement | 1.175 | 1655 | 462.9 | 0.4648 |
| detailed placement | 1.181 | 1655 | 463.9 | 0.4742 |
==> cells by family after synthesis <==
logic type | Yosys count
fa+ha+maj | 8
simple gates | 52
compound gates | 27
xor+xnor | 2
flops | 25
mux | 13
buf+inv | 10
==> flip-flops by register name (all words and copies together), names as in the netlist <==
register,flops
adder0.b,8
control0.PS,1
control0.i,4
shift0.a_s,8
shift0.b_s,4
==> report_power, final <==
part / leakage (µW) / switching (µW) / internal, µW
Combinational: 0.000446 / 57.9 / 68.2
Clock: 0.0000261 / 94.6 / 81.1
Sequential: 0.000324 / 25.8 / 304
==> layout by cell type, fill, tap and decap left out, drive strengths merged, types with 2 or more instances in the layout <==
| cell type | n |
|---|---|
| dfrtp | 24 |
| and2 | 10 |
| clkdlybuf4s50 | 19 |
| nand3 | 3 |
| a21o | 2 |
| mux2i | 12 |
| o21ai | 10 |
| nand4 | 2 |
| ha | 7 |
| a211oi | 3 |
| nand2 | 24 |
| inv | 5 |
| or4 | 2 |
| buf | 2 |
| a21oi | 7 |
| clkbuf | 3 |
| xnor2 | 2 |
| nor2 | 7 |
| nor2b | 2 |
==> path summary, 6_finish.rpt <==
check                                end     startpoint  slack [ns]
max in group asynchronous  control0.i[0]          rst_n        2.50
max reg2reg                  adder0.b[6]  shift0.b_s[0]        1.23
min in group asynchronous    adder0.b[5]          rst_n        0.81
min                        control0.i[2]  control0.i[1]        0.50
min reg2reg                control0.i[2]  control0.i[1]        0.50
max                                valid  control0.i[1]        0.90
==> layout make-up <==
cell class	instances	area share
inverter	4	0.008804
multi-input combinational	102	0.3969
sequential	25	0.3676
clock buffer	3	0.02421
tap	105	0.07704
timing repair buffer	21	0.1203
clock inverter	1	0.005136
==> worst max-delay path: stages (launching register included) <==
cell	delay (ns)
dfrtp_1	0.39
or4_4	0.64
inv_2	0.19
clkdlybuf4s50_1	0.50
==> metal layers <==
layer,up-vias,share of wire
met5,-,0
met4,0,0.017
met3,4,0.051
met2,22,0.47
met1,483,0.47
li1,517,-
No activity file was given, so power comes from the tool's default toggle rates.
