`design/flow/design.v`:
```
module detector(
  input wire clk,
  input wire rst,
  input wire trigger,
  output wire [18:0]cnt,
  output wire [3:0] B,
  output wire [4:0] bits
);
reg[22:0] count;  
reg [3:0] rB;
reg [4:0] rbits;
reg [18:0] r_cnt;
assign B=rB;
assign bits=rbits;
reg trigger_p;
assign pose=trigger && !trigger_p;
assign cnt=r_cnt;
always@(posedge clk or negedge rst)begin
    if(!rst)
        trigger_p<=0;
    else
        trigger_p<=trigger;
end
always@(posedge clk or negedge rst)begin
    if(!rst)begin
        rB<=0;
        count<=0;
        r_cnt<=0;
    end else begin
        count<=count+1'b1;
        if(count%19'd399000==0)begin
            r_cnt<=0;
            rB<=count/19'd399000;
        end else begin
            rB<=count/19'd399000;
        end
        if(pose)
            r_cnt=r_cnt+1'b1;
        else ;
    end
end
always@(posedge clk or negedge rst)begin
    if(~rst)begin
        rbits<=5'h1f;
    end else begin
        if(count!=0 && (count%19'd399000)==0 && (cnt==0))
            rbits<=count/19'd399000 - 1'b1;
        else ;
    end
end
always@(posedge clk)begin
    if(count==23'd6399000)
        count<=0;
    else;
end
endmodule
```
`design/flow/config.mk`:
```
export PLATFORM = sky130hd
export DESIGN_NAME = detector
export DESIGN_NICKNAME = detector
export VERILOG_FILES = /design/flow/design.v
export SDC_FILE = /design/flow/constraint.sdc
export NUM_CORES = 4
export LEC_CHECK = 1
export CORE_AREA = 10 10 87 87
export DIE_AREA = 0 0 97 97
```
`design/flow/run.sh`:
```
#!/bin/bash
# OpenROAD 26Q1-2900-gdf79404cd8, Yosys 0.63+post, stock flow scripts
make -C /OpenROAD-flow-scripts/flow DESIGN_CONFIG=/design/flow/config.mk WORK_HOME=/design/flow/orfs finish
```
`design/flow/constraint.sdc`:
```
current_design detector

set clk_period 2.9
set clk_io_pct 0.2

create_clock -name clk0 -period $clk_period [get_ports {clk}]

set non_clock_inputs [all_inputs -no_clocks]
set_input_delay [expr $clk_period * $clk_io_pct] -clock clk0 $non_clock_inputs
set_output_delay [expr $clk_period * $clk_io_pct] -clock clk0 [all_outputs]
```
==> Slide: Implementation Results <==
Run Summary

Outcome
  – Status: finished clean

Power and ir drop
  – Power share of the clock group: 28.7%
  – Reg power frac: 51.3%
  – Peak supply drop: 358 uV
  – Final Power: 0.735 mW
  – Comb power frac: 20.0%
  – Psw: 0.192 mW
  – Total leakage power: 0.578 nW
  – PwrDens: 576 mW/mm^2
  – Sw Ratio: 26.1%
  – Internal: 0.543 mW

Worst setup path
  – Crit Path Class: input pin to register
  – Setup slack, reg-to-reg: 1.15 ns
  – Top Family by Delay on Critical Path: simple AND/OR/NAND/NOR gates
  – Slowest cell on crit path: clkdlybuf4s50_1
  – Worst r2r path cells: 5
  – CP startpoint kind: input pin
  – Worst setup EP type: register
  – Reg-to-reg startpoint: r_cnt[0]
  – Buf+Inv Stages, Crit Path: 1
  – Worst path max stage delay: 0.57 ns
  – Worst R2R End: r_cnt[14]
  – Cell Chain, Critical Path: clkdlybuf4s50_1 -> nand4b_1 -> nor4_1 -> nand4_1 -> xnor2_1
  – Arrival @ worst endpoint: 2.25 ns
  – CP Max Fanout: 5
  – WP data required: 3.04 ns

Floorplan
  – Die Wd: 97 microns
  – Io pins: 31
  – Chip area: 0.00941 sq mm
  – Die height: 97 microns
  – Floorplan Utilization: 16.9%
  – Core Rows: 27
  – Core Footprint: 0.00564 sq mm

STA
  – Crit path time final: 2.11 ns
  – Fin. Hold Viols: 0
  – Clock Skew: 0.00108 ns
  – RSZ-0062 raised after global routing: no
  – Final setup vio count: 0
  – Fin Setup TNS: 0 ns
  – Achievable frequency: 475 MHz
  – Worst slew margin: 64.0%
  – Slew Viols, Final: 0
  – Slew of the pin with the lowest slew margin: 0.535 ns
  – Tcrit/Tclk final: 72.7%

Route
  – Initial DRC count: 14
  – Antenna diodes: 0
  – DRT Pass-1 Iters: 3
  – Routed wire per std cell: 11.2 microns
  – ANT nets after route: 0
  – Routed WL: 2.02 mm
  – DRC Markers: 0
  – Total via count in the routed design: 634
  – Vias/cell: 3.50

GRT
  – Grt total ovfl: 0
  – Largest net degree at the start of global routing: 21
  – Total GRT Usage: 4.26%
  – Antenna violations before repair: 0
  – Vias in the first global route: 667
  – First-pass GRT wire length: 3.38 mm

CTS
  – CTS Buf Count: 3
  – Hold_buf cts: 0
  – Clk sinks: 20
  – Clk slew on worst S/H paths: 0.07 ns
  – Root buffer cell: clkbuf_8
  – CTS tree: built
  – CTS resizes: 0
  – CTS Buffer Depth: 2
  – Postcts setup bufs: 0
  – Insertion Delay late pin: 0.25 ns
  – H-Tree Depth: 1

Worst hold path
  – Worst min path class: register to register
  – Min-delay src: r_cnt[14]
  – Worst hold path cell count: 1
  – Hold Crit Endpoint: r_cnt[14]

Synth
  – Synth area leader: dfrtp_1
  – Cell count after synthesis: 85
  – Synth cell types: 22
  – Sequential fraction of the synthesis area: 52.5%
  – Yosys cell count: 85
  – Area share, top type: 52.5%
  – Mapped Avg Cell Area: 11.2 sq um
  – Yosys stat chip area: 953 sq um
  – Post-Syn Area: 953 sq um
  – Synth flops: 20
  – Synth warn: 48
  – Biggest area cells: dfrtp_1 52%, xor2_1 9.2%, xnor2_1 7.3%, buf_4 7.1%, nand2_1 3.5%

Cells and area
  – Register area: 500 sq um
  – Comb. cell area: 412 sq um
  – Syn-to-layout area delta: 33.7%
  – Layout cells sized above 1: 10.1%
  – Top cells excl fill/tap: 21 x clkdlybuf4s50_1, 20 x dfrtp_1, 10 x xor2_1
  – Filler Cell Count: 595
  – Post-layout util: 22.6%
  – Highest-count logic cell in the final layout: clkdlybuf4s50_1

Placement
  – Gpl congestion: 0.773
  – Number of I/O port buffers: 21
  – DP Wirelength: 1.55 mm

Job
  – Tool warning count: 25
  – Max cap viols: 0
through the flow:
stage	instances	instance area [sq um]	worst slack (ns)	hold WS (ns)
2_1_floorplan	92	980	1.32	0.284
3_3_place_gp	177	1220	0.583	0.483
3_5_place_dp	177	1220	0.543	0.485
4_1_cts	181	1270	0.800	0.495
5_1_grt	181	1270	0.615	0.520
6_report	181	1270	0.793	0.491
per-layer routing:
metal | part of all wire [%] | track usage [%] | wire length, microns
met2 | 42 | 5.83 | 840
met5 | 0 | 0 | 0
met4 | 0 | 0.225 | 0
met3 | 8.8 | 2.36 | 179
met1 | 50 | 5.96 | 1000
worst max-delay path by stage:
stage | from | endpoint | slack, ns | cells past startpoint
final | trigger | r_cnt[17] | 0.79 | 5
after CTS | trigger | r_cnt[17] | 0.80 | 5
after global routing | trigger | r_cnt[17] | 0.61 | 5
power by group through the flow:
stage | Sequential, mW | Clock [mW] | Combinational [mW]
4_1_cts | 0.376 | 0.220 | 0.151
5_1_grt | 0.385 | 0.237 | 0.166
6_report | 0.377 | 0.211 | 0.147
cell usage after synthesis:
master,number
buf_4,9
and4b_1,1
nand2b_1,1
xor2_1,10
and3_1,1
ha_1,1
nand4_1,2
dfrtp_1,20
or4_4,1
nor3_1,2
nand4_2,1
nor2_2,1
nand3b_4,1
xnor2_1,8
mux2_2,1
nand2_1,9
nor4_1,1
nor2_1,7
conb_1,2
nand4b_1,1
nand3_1,4
or2_2,1
worst reg2reg max path, stage by stage, from the launching register on:
cell	delay [ns]
dfrtp_1	0.44
ha_1	0.23
nand3b_4	0.12
or4_4	0.59
nor2_1	0.15
xor2_1	0.15
kinds of logic after synthesis:
family	synth area share (%)
buffers and inverters	7.09
xor gates and xnor gates	16.5
DFF	52.5
adders and majority gates	1.31
muxes	1.18
and+or+nand+nor	20.6
other	0.788
sequential cells by signal, summed over array words and instances, names as in the netlist:
signal / flops
r_cnt: 19
trigger_p: 1
area by class of cell:
class | instances | area share, %
flip-flops and latches | 20 | 39.3
multi-input cells | 63 | 32.3
repair buffers | 22 | 17.1
well taps | 72 | 7.07
clock buffers | 4 | 4.32
Power figures rest on the tool's default switching activity, not on a simulated workload.
