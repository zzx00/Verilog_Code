===== flow/run.sh =====
#!/bin/bash
# OpenROAD 26Q1-2900-gdf79404cd8, Yosys 0.63+post, stock flow scripts
make -C /OpenROAD-flow-scripts/flow DESIGN_CONFIG=/design/flow/config.mk WORK_HOME=/design/flow/orfs finish

===== flow/config.mk =====
export PLATFORM = sky130hd
export DESIGN_NAME = UART_RXer
export DESIGN_NICKNAME = UART_RXer
export VERILOG_FILES = /design/flow/design.v
export SDC_FILE = /design/flow/constraint.sdc
export NUM_CORES = 4
export LEC_CHECK = 1
export CORE_UTILIZATION = 30

===== flow/design.v =====
`timescale 1ns/10ps
 module UART_RXer (
    clk,
    res,
    RX,
    data_out,
    en_data_out
 );
    input  clk ;
    input  res ;
    input  RX  ;
    output [7:0] data_out;
    output en_data_out ;
    reg[12:0] con; 
    reg[3:0] con_bits; 
    reg[7:0] state; 
    reg[7:0] data_out;
    reg RX_delay; 
    reg en_data_out;
 always @(posedge clk or negedge res) begin
    if (~res) begin
        state<=0;con<=0;con_bits<=0;RX_delay<=0;data_out<=0;en_data_out<=0;
    end
    else begin
        RX_delay<=RX;
        case (state)
            0: 
            begin
                en_data_out<=0;
                if(con==4999)begin
                    con<=0;
                end else begin
                    con<=con+1;
                end
                if (con==0) begin
                    if (RX) begin
                        con_bits<=con_bits+1;
                    end else begin
                        con_bits<=0; 
                    end
                end
                if (con_bits==12) begin
                    state<=1;
                end
            end 
            1: 
            begin
                if (~RX&RX_delay) begin
                    state<=2;
                end
            end
            2: 
            begin
                if (con==7500-1) begin
                    con<=0;
                    data_out[0]<=RX;
                    state<=3;
                end else begin
                    con<=con+1;
                end
            end
            3:
            begin
                if(con==5000-1) begin
                    con<=0;
                    data_out[1]<=RX;
                    state<=3;
                end else begin
                    con<=con+1;
                end
            end
            10: 
            begin
                en_data_out<=1;
                state<=1;
            end
            default :
            begin
                state<=0;con<=0;con_bits<=0;en_data_out<=0;
            end
        endcase
    end
 end
 endmodule

===== flow/constraint.sdc =====
current_design UART_RXer

set clk_period 4.1
set clk_io_pct 0.2

create_clock -name clk0 -period $clk_period [get_ports {clk}]

set non_clock_inputs [all_inputs -no_clocks]
set_input_delay [expr $clk_period * $clk_io_pct] -clock clk0 $non_clock_inputs
set_output_delay [expr $clk_period * $clk_io_pct] -clock clk0 [all_outputs]

==> results.txt <==
Flow results.

- The number of global-route vias before repair is 845.
- The class of the most critical hold timing path is reg2reg.
- The count of input and output buffers is 4.
- Setup repair after global routing left no endpoint under its margin.
- The pin count of the biggest net entering global routing is 25.
- The number of buffers inserted during clock tree synthesis is 3.
- The power density over cell area is 346 nW/um^2.
- The number of diodes added for antenna fixing is 0.
- The share of async-settable or async-resettable flops after synthesis is 100%.
- The worst setup path category is reg2reg.
- The cell area after technology mapping is 1290 sq um.
- In the post-synthesis netlist, the biggest area contributors are dfrtp_1 44%, buf_4 4.1%, ha_1 3.9%.
- The top fanout value on the critical path is 9.
- The global router's overall resource usage is between 10% and 20%.
- The number of levels the H-tree was split into is 1.
- The detailed router placed 912 vias in this run.
- The wire length of the first global-routing pass is 3.96 mm.
- Once synthesis finished, the tally of register bits stood at 24.
- Once the clock tree was built, the resizer swapped 0 gates to a different size.
- The clock latency reported for the late side of the worst-skew pair is 260 ps.
- The synthesized netlist contains 40 unique library cells.
- The clock sink total is 24.
- The count of flip-flops with a built-in enable after synthesis is 0.
- The final critical-path required period is 2210 ps.
- The layout has 413 filler cells.
- The report counts max-capacitance violations totalling 0.
- The warning tally printed by Yosys for this design is 1.
- From synthesis to final layout, the design area changed by 9.28%.
- The worst path uses 53.9% of the clock period.
- In the final routed layout, each cell accounts on average for approximately 12 microns.
- Per the GRT congestion report, total overflow comes to 0.
- The capturing element type of the critical path is a register.
- The die covers 4580 sq um.
- TritonCTS built the clock tree.
- OpenROAD emitted warnings numbering 27.
- The number of primary I/O pins is 12.
- Per the repair_timing log after CTS, setup buffers inserted total 0.
- The core utilization at floorplan is 31.7%.
- The horizontal die dimension is 67.7 microns.
- The DRC violation total after the first TritonRoute iteration is 21.
- The tightest slew margin relative to the limit is 54.3%.
- Per the OpenROAD floorplan log, the height of the die is 67.7 microns.
- The number of buffers between clock root and the deepest sink is 2.
- The script logs the ratio of routed vias to standard cells as 4.98.
- Including well taps, the total number of placed cells is 179.
- In this run the clock root is driven by a clkbuf_8.
- The share of synthesized area in the top cell type comes to approximately 44%.
- The critical path required time is 4240 ps.
- The dominant register cell is dfrtp_1.
- The type of origin of the critical path is a register.
- Per the post-synthesis stats, the area per cell is 10.2 sq um.
- The flow ran to the end, and the final reports show no timing, DRC or antenna violations.
- The initial antenna violation count is 0.
- The clock arrives with 4.00 ps of skew.
- The initialized floorplan defines 23 standard-cell rows.
- Per the final timing report, the hold violations number 0.
- The top cell type by total area after synthesis is dfrtp_1.
- For this design, Yosys synthesis ends with a cell count of 127.
- The total area inside the core boundary comes to 4090 sq um.
- The clock transition at the registers of the reported paths is approximately 80 ps.
- In the final timing run, aggregate negative setup slack is 0 ps.
- The fmax is approximately 0.45 GHz.
- From the final report, the count of setup violators was given as 0.
- The maximum vdd drop is ~0.19 mV.
- Post-synthesis, Yosys gives the total cell area as between 1000 and 1500 sq um.
- At the pin with the least slew margin, the transition time is 677 ps.
- The arrival time at the worst endpoint is between 2000 and 2500 ps.
- The report puts the hold buffer count at CTS at 0.
- The share of post-route cells with drive strength above 1 is 10.5%.
- The pre-antenna-repair detailed-routing pass consisted of 4 iterations.
- The post-route DRC violation count is 0.
- RePlAce ended its routability-driven mode at a weighted congestion of 0.806.
- The post-route antenna net violation count is 0.
- Synthesis produced a netlist whose cell count is between 100 and 150.
- The script extracted a total leakage power of 0.646 nW.
- The half-perimeter wire length of the detailed placement result is ~1.6 mm.
- In the Yosys report, the sequential cells make up 46.5% of the chip area.
- The total wirelength of the detailed-routed design is about 2.2 mm.
- The non-filler instance count after layout is 183.
- The max-slew violation total from the final report is 0.
[worst max-delay path: stages (launching register included)]
cell	delay, ps
dfrtp_1	440
or4_4	590
nor4_4	320
a2bb2oi_2	270
and2_1	370
nor3_1	100
[cells in the final DEF, fill, tap and decap left out, drive strengths merged, types with 2 or more instances in the layout]
| cell type | Yosys | routed |
|---|---|---|
| or3 | 3 | 3 |
| nor3 | 3 | 3 |
| or2 | 2 | 2 |
| dfrtp | 23 | 23 |
| a22o | 3 | 3 |
| nand3 | 6 | 6 |
| nand4 | 3 | 3 |
| nor4 | 2 | 2 |
| conb | 1 | 7 |
| a21o | 2 | 2 |
| nor2 | 11 | 11 |
| ha | 4 | 4 |
| xor2 | 5 | 5 |
| and3 | 6 | 6 |
| clkdlybuf4s50 | 0 | 4 |
| clkbuf | 1 | 4 |
| o21ai | 2 | 2 |
| xnor2 | 4 | 4 |
| a21oi | 3 | 3 |
| mux2 | 2 | 2 |
| inv | 7 | 7 |
| nand2 | 8 | 8 |
| nor2b | 2 | 2 |
| a31oi | 2 | 2 |
[metal layers]
layer	part of all wire, %	GRT usage, %
met1	54	19.7
met2	42	16.2
met3	3.4	0.856
met4	1.3	2.13
met5	0	0
[final timing paths]
| check | from | slack (ps) | cells past startpoint | end |
|---|---|---|---|---|
| min in group asynchronous | res | 900 | 2 | con[3]$_DFFE_PN0N_ |
| min reg2reg | state[0]$_DFF_PN1_ | 490 | 2 | state[0]$_DFF_PN1_ |
| max reg2reg | con[3]$_DFFE_PN0N_ | 1890 | 5 | con[2]$_DFFE_PN0N_ |
| min | state[0]$_DFF_PN1_ | 490 | 2 | state[0]$_DFF_PN1_ |
| max in group asynchronous | res | 2920 | 2 | state[0]$_DFF_PN1_ |
| max | con[3]$_DFFE_PN0N_ | 1890 | 5 | con[2]$_DFFE_PN0N_ |
[state kept, by name, indices dropped and copies added (netlist names)]
register / cells
state: 4
con: 13
data_out: 2
RX_delay: 1
con_bits: 4
[per-stage QoR]
step	total power, mW	hold WS (ps)	worst slack (ps)	area, sq um	util, %
2_1_floorplan	0.319	449	2190	1320	-
3_3_place_gp	0.334	472	1870	1360	33.3
3_5_place_dp	0.336	471	1820	1360	33.3
4_1_cts	0.496	485	1920	1420	34.6
5_1_grt	0.515	499	1740	1420	34.6
6_report	0.490	486	1890	1420	34.6
[Yosys cell counts (2+ instances only)]
cell type   n
a21o_1      2
nand4_1     3
xnor2_1     4
a22o_1      3
a21oi_1     3
or2_2       2
nand3_1     6
nor3_1      3
dfrtp_1    23
and3_1      6
nand2_1     8
o21ai_0     2
ha_1        4
nor2_1     11
nor2b_1     2
inv_1       7
a31oi_1     2
buf_4       7
xor2_1      5
or3_1       3
mux2_2      2
[area by class of cell]
class                      instances  area (sq um)  share of cell area, %
sequential                        24           602                   42.5
timing repair buffer               5          47.5                   3.36
multi-input combinational         93           622                   43.9
tap                               50          62.6                   4.42
clock buffer                       4          55.1                   3.89
inverter                           7          26.3                   1.86
[power by group]
group / internal [mW] / switching (mW)
clock network: 0.0856 / 0.0726
logic: 0.0272 / 0.0387
registers: 0.250 / 0.0155
total: 0.363 / 0.127
[cells by family (layout without fill, tap and decap cells)]
family                     Yosys count  count (layout)  share of synthesized area, %
AOI/OAI and AO/OA                   17              17                          9.76
muxes                                2               2                          1.74
other                                1               7                         0.290
adders and majority gates            4               4                          3.86
DFF                                 24              24                          46.5
xor gates and xnor gates             9               9                          6.09
buffers and inverters               16              16                          7.25
and+or+nand+nor                     54              54                          24.5
No activity file was given, so power comes from the tool's default toggle rates.
